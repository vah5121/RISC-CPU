`/design/flow/config.mk`:
```
export PLATFORM = sky130hd
export DESIGN_NAME = ALU
export DESIGN_NICKNAME = ALU
export VERILOG_FILES = /design/flow/design.v
export SDC_FILE = /design/flow/constraint.sdc
export NUM_CORES = 4
export LEC_CHECK = 1
export CORE_UTILIZATION = 50
export SYNTH_HDL_FRONTEND = slang
```
`/design/flow/constraint.sdc`:
```
current_design ALU

set clk_period 22.5
set clk_io_pct 0.2

create_clock -name clk0 -period $clk_period

set non_clock_inputs [all_inputs -no_clocks]
set_input_delay [expr $clk_period * $clk_io_pct] -clock clk0 $non_clock_inputs
set_output_delay [expr $clk_period * $clk_io_pct] -clock clk0 [all_outputs]
```
`/design/flow/design.v`:
```
`timescale 1ns / 1ps
module PC(PC_in,PC_out,clk); 
    input clk;
    input [8:0] PC_in;    
    output reg [8:0] PC_out;  
    always @(posedge clk) begin
        PC_out <= PC_in;     
    end
endmodule
module Adder(adder_in,adder_out);       
    input [8:0] adder_in;          
    output reg [8:0] adder_out;       
     initial begin
        adder_out = 100;
    end
    always @(adder_in) begin
        adder_out <= adder_out + 4;   
    end
endmodule
module Instruction_Memory(IM_in,IM_out);  
    reg [31:0] IM [0:511];     
    input [8:0] IM_in;   
    output reg [31:0] IM_out;  
    initial begin
       IM[100] <= 32'h00221820; 
       IM[104] <= 32'h01232022;
       IM[108] <= 32'h00692825;
       IM[112] <= 32'h00693026;
       IM[116] <= 32'h00693824;
       IM[120] <= 32'h8C040004;
       IM[124] <= 32'hAC030004;
    end
    always @(IM_in) begin
        IM_out <= IM[IM_in];  
    end    
endmodule
module IF_ID(IF_ID_in,IF_ID_out,clk);  
    input clk;
    input [31:0] IF_ID_in;     
    output reg [31:0] IF_ID_out;  
    always @(posedge clk) begin
          IF_ID_out <= IF_ID_in;
    end    
endmodule
module ControlUnit(CU_in,wreg,mem2reg,wmem,aluc,aluimm,regrt, mrn, mm2reg, mwreg, ern, em2reg, ewreg, fwdb, fwda);
    input [31:0] CU_in;  
    input [4:0] mrn;
    input mm2reg;
    input mwreg;
    input [4:0] ern;
    input em2reg;
    input ewreg;
    output reg [1:0] fwdb;
    output reg [1:0] fwda;
    output reg wreg;
    output reg mem2reg;
    output reg wmem;
    output reg [3:0] aluc;
    output reg aluimm;
    output reg regrt;
    always @(*) begin
        if (CU_in[31:26] == 6'b100011) begin  
            wreg <= 1;
            mem2reg <= 1;
            wmem <= 0;
            aluc <= 2;
            aluimm <= 1;
            regrt <= 1;
        end  
        else if (CU_in[31:26] == 6'b101011) begin  
            wreg <= 0;
            mem2reg <= 1;  
            wmem <= 1;
            aluc <= 2;
            aluimm <= 1;
            regrt <= 1;  
        end  
        else if (CU_in[31:26] == 6'b000000) begin  
            case(CU_in[5:0])
                6'b100000 : begin    
                             wreg <= 1;
                             mem2reg <= 0;
                             wmem <= 0;
                             aluc <= 2;
                             aluimm <= 0;
                             regrt <= 0;
                             end
                6'b100010 : begin    
                             wreg <= 1;
                             mem2reg <= 0;
                             wmem <= 0;
                             aluc <= 6;
                             aluimm <= 0;
                             regrt <= 0;
                             end 
                 6'b100101 : begin    
                             wreg <= 1;
                             mem2reg <= 0;
                             wmem <= 0;
                             aluc <= 1;
                             aluimm <= 0;
                             regrt <= 0;
                             end
                 6'b100110 : begin    
                             wreg <= 1;
                             mem2reg <= 0;
                             wmem <= 0;
                             aluc <= 7;
                             aluimm <= 0;
                             regrt <= 0;
                             end  
                 6'b100100 : begin    
                             wreg <= 1;
                             mem2reg <= 0;
                             wmem <= 0;
                             aluc <= 0;
                             aluimm <= 0;
                             regrt <= 0;
                             end                          
                 default :   begin    
                              wreg <= 0;
                              mem2reg <= 0;
                              wmem <= 0;
                              aluc <= 0;
                              aluimm <= 0;
                              regrt <= 0;
                              end  
            endcase   
        end  
        if(ern == CU_in [25:21] & ewreg == 1) begin  
            fwda = 1;
        end
        else if (mrn == CU_in [25:21] & mwreg == 1 & mm2reg == 0) begin  
            fwda = 2;
        end
        else if (mrn == CU_in [25:21] & mwreg == 1 & mm2reg == 1) begin  
            fwda = 3;
        end
        else begin
            fwda = 0;
        end
        if(ern == CU_in [20:16] & ewreg == 1) begin  
            fwdb = 1;
        end
        else if (mrn == CU_in [20:16] & mwreg == 1 & mm2reg == 0) begin  
            fwdb = 2;
        end
        else if (mrn == CU_in [20:16] & mwreg == 1 & mm2reg == 1) begin  
            fwdb = 3;
        end
        else begin
            fwdb = 0;
        end
    end
endmodule
module rd_rt_mux(regrt,rd_or_rt_in,rd_or_rt);
    input regrt;                              
    input [31:0] rd_or_rt_in;                   
    output reg [4:0] rd_or_rt;
    always @(*) begin
        if(regrt) begin
            rd_or_rt <= rd_or_rt_in[20:16];  
        end
        else begin
            rd_or_rt <= rd_or_rt_in[15:11];  
        end
    end
endmodule
module RegFile(clk, RegFile_in, wreg, write, data, rs, rt);
    integer i;
    reg [31:0] RegFile [0:31];          
    input clk;
    input [31:0] RegFile_in;       
    input wreg;
    input [4:0] write;
    input [31:0] data;
    output reg [31:0] rs;
    output reg [31:0] rt;
    initial begin
        RegFile[0] <= 32'h00000000;
        RegFile[1] <= 32'hA00000AA;
        RegFile[2] <= 32'h10000011;
        RegFile[3] <= 32'h20000022;
        RegFile[4] <= 32'h30000033;
        RegFile[5] <= 32'h40000044;
        RegFile[6] <= 32'h50000055;
        RegFile[7] <= 32'h60000066;
        RegFile[8] <= 32'h70000077;
        RegFile[9] <= 32'h80000088;
        RegFile[10] <= 32'h90000099;
        for (i=11; i<32; i = i + 1) begin  
            RegFile[i] <= 0;
        end
    end
    always @(*) begin
        if (wreg) begin
            RegFile[write] <= data;
        end
    end
    always @(negedge clk) begin
            rs <= RegFile [RegFile_in [25:21]];  
            rt <= RegFile [RegFile_in [20:16]];  
    end
endmodule
module forwardA(fwda, rs, ealu, malu, mfile, forwardA);
    input [1:0] fwda;
    input [31:0] rs;
    input [31:0] ealu;
    input [31:0] malu;
    input [31:0] mfile;
    output reg [31:0] forwardA;
    always @(*) begin
        case(fwda)
                0 : begin 
                     forwardA = rs;
                     end
                1 : begin 
                     forwardA = ealu;
                     end
                2 : begin 
                     forwardA = malu;
                     end
                3 : begin 
                     forwardA = mfile;
                     end
                default : begin
                            forwardA = rs;
                            end
        endcase
    end
endmodule
module forwardB(fwdb, rt, ealu, malu, mfile, forwardB);
    input [1:0] fwdb;
    input [31:0] rt;
    input [31:0] ealu;
    input [31:0] malu;
    input [31:0] mfile;
    output reg [31:0] forwardB;
    always @(*) begin
        case(fwdb)
                0 : begin 
                     forwardB = rt;
                     end
                1 : begin 
                     forwardB = ealu;
                     end
                2 : begin 
                     forwardB = malu;
                     end
                3 : begin 
                     forwardB = mfile;
                     end
                default : begin
                            forwardB = rt;
                            end
        endcase
    end
endmodule
module Extender(extender_in, extender);
    input [31:0] extender_in;                   
    output reg [31:0] extender;
    always @(extender_in) begin
          extender <= {16'h0000,extender_in[15:0]}; 
    end    
endmodule
module ID_EXE(clk, wreg_in, mem2reg_in, wmem_in, aluc_in, aluimm_in, rd_rt_in, read_rs_in , read_rt_in, extender_in2, wreg, mem2reg, wmem, aluc, aluimm, rd_rt, read_rs, read_rt, extender2);
    input clk;
    input wreg_in;
    input mem2reg_in;
    input wmem_in;
    input [3:0] aluc_in;
    input aluimm_in;
    input [4:0] rd_rt_in;
    input [31:0] read_rs_in;
    input [31:0] read_rt_in;
    input [31:0] extender_in2;
    output reg wreg;
    output reg mem2reg;
    output reg wmem;
    output reg [3:0] aluc;
    output reg aluimm;
    output reg [4:0] rd_rt;
    output reg [31:0] read_rs;
    output reg [31:0] read_rt;
    output reg [31:0] extender2; 
    always @(posedge clk) begin
        wreg <= wreg_in;
        mem2reg <= mem2reg_in;
        wmem <= wmem_in;
        aluc <= aluc_in;
        aluimm <= aluimm_in;
        rd_rt <= rd_rt_in;
        read_rs <= read_rs_in;
        read_rt <= read_rt_in;
        extender2 <= extender_in2;
    end
endmodule
module Sign_or_RT(ealuimm,sign,RT,Sign_or_RT_out);
    input ealuimm;
    input [31:0] sign;  
    input [31:0] RT;    
    output reg [31:0] Sign_or_RT_out; 
    always @(*) begin
          if (ealuimm) begin  
            Sign_or_RT_out <= sign;
          end
          else begin
            Sign_or_RT_out <= RT;
          end
    end 
endmodule
module ALU(ealuc,RS, Sign_RT, ALU_out);
    input [3:0] ealuc;        
    input [31:0] RS;          
    input [31:0] Sign_RT;     
    output reg [31:0] ALU_out;
    always@(*) begin
        if (ealuc == 2) begin  
            ALU_out <= RS + Sign_RT;  
        end
        else if (ealuc == 6) begin
            ALU_out <= RS - Sign_RT;  
        end
        else if (ealuc == 1) begin
            ALU_out <= RS | Sign_RT;  
        end
        else if (ealuc == 7) begin
            ALU_out <= RS ^ Sign_RT;  
        end
        else begin
            ALU_out <= RS & Sign_RT;  
        end
    end
endmodule
module EXE_MEM(clk,wreg_in,m2reg_in,wmem_in,rd_rt_in,ALU_in,rt_in,wreg,m2reg,wmem,rd_rt,ALU,rt);
    input clk;
    input wreg_in;
    input m2reg_in;
    input wmem_in;
    input [4:0] rd_rt_in;
    input [31:0] ALU_in;
    input [31:0] rt_in;
    output reg wreg;
    output reg m2reg;
    output reg wmem;
    output reg [4:0] rd_rt;
    output reg [31:0] ALU;
    output reg [31:0] rt;
    always@(posedge clk)begin
        wreg <= wreg_in;
        m2reg <= m2reg_in;
        wmem <= wmem_in;
        rd_rt <= rd_rt_in;
        ALU <= ALU_in;
        rt <= rt_in;
    end
endmodule
module MEMORY_FILE(wmem, address, write_data, MemFile_out);
    reg [31:0] MemFile [0:31];
    input wmem;
    input [31:0] address;
    input [31:0] write_data;
    output reg [31:0] MemFile_out;
    initial begin
       MemFile[0] <= 32'hA00000AA; 
       MemFile[4] <= 32'h10000011;
       MemFile[8] <= 32'h20000022; 
       MemFile[12] <= 32'h30000033;
       MemFile[16] <= 32'h40000044; 
       MemFile[20] <= 32'h50000055;
       MemFile[24] <= 32'h60000066; 
       MemFile[28] <= 32'h70000077;
       MemFile[32] <= 32'h80000088; 
       MemFile[36] <= 32'h90000099;
    end
    always@(*)begin
        if(wmem == 0)begin  
            MemFile_out <= MemFile[address];
        end
        if(wmem == 1)begin
            MemFile[address] = write_data;
        end
    end
endmodule
module MEM_WB(clk,wreg_in,m2reg_in,rd_rt_in,ALU_in,MemFile_in,wreg,mem2reg,rd_rt,ALU,MemFile);
    input clk;
    input wreg_in;
    input m2reg_in;
    input [4:0] rd_rt_in;
    input [31:0] ALU_in;
    input [31:0] MemFile_in;
    output reg wreg;
    output reg mem2reg;
    output reg [4:0] rd_rt;
    output reg [31:0] ALU;
    output reg [31:0] MemFile;
    always@(posedge clk)begin
        wreg = wreg_in;
        mem2reg = m2reg_in;
        rd_rt = rd_rt_in;
        ALU = ALU_in;
        MemFile = MemFile_in;
    end
endmodule
module Mux_ALU_MEM(ALU, MemFile, m2reg, MuxOut);
    input [31:0 ]ALU;
    input [31:0] MemFile;
    input m2reg;
    output reg [31:0] MuxOut;
    always@(*)begin
        if (m2reg) begin
            MuxOut = MemFile;
        end
        else begin
            MuxOut = ALU;
        end
    end   
endmodule
```
`/design/flow/run.sh`:
```
#!/bin/bash
# OpenROAD 26Q1-2900-gdf79404cd8, Yosys 0.63+post, stock flow scripts
make -C /OpenROAD-flow-scripts/flow DESIGN_CONFIG=/design/flow/config.mk WORK_HOME=/design/flow/orfs finish
```
==> metrics.txt <==
# HELP chip_impl_metric Metrics from one implementation run
# TYPE chip_impl_metric gauge
chip_impl_metric{name="worstMarginPinSlew",unit="ns"} 0.775
chip_impl_metric{name="fp.dieH",unit="um"} 102
chip_impl_metric{name="placed_cell_area",unit="um^2"} 5990
chip_impl_metric{name="timing.final.crit_share",unit=""} 0.571
chip_impl_info{name="critPathCapture",value="ALU_out[30]"} 1
chip_impl_metric{name="portBuffers",unit=""} 100
chip_impl_info{name="run_status",value="completed"} 1
chip_impl_metric{name="layout.area.seq",unit="um^2"} 0
chip_impl_metric{name="ys_seq_share",unit=""} 0
chip_impl_metric{name="filler_cell_count",unit=""} 904
chip_impl_metric{name="cts_hold_repair.buffers",unit=""} 0
chip_impl_metric{name="post-cts-setup-buffer-count",unit=""} 0
chip_impl_metric{name="ys_warn_count",unit=""} 0
chip_impl_metric{name="grt_usage",unit=""} 0.279
chip_impl_info{name="worstHoldStart",value="Sign_RT[0]"} 1
chip_impl_metric{name="antenna_left",unit=""} 0
chip_impl_metric{name="grt_pass1_wl",unit="um"} 23500
chip_impl_metric{name="grt_remaining_overflow",unit=""} 0
chip_impl_metric{name="placementRows",unit=""} 36
chip_impl_metric{name="setup_viol",unit=""} 0
chip_impl_metric{name="drive_above_1_share",unit=""} 0.0487
chip_impl_metric{name="via_per_inst",unit=""} 5.76
chip_impl_metric{name="antenna_violations_before_repair",unit=""} 0
chip_impl_metric{name="grt_pass1_vias",unit=""} 4967
chip_impl_metric{name="totalWireLength",unit="um"} 14000
chip_impl_metric{name="ios",unit=""} 100
chip_impl_metric{name="hpwl",unit="um"} 11300
chip_impl_metric{name="vdd_drop_max",unit="mV"} 0.0104
chip_impl_info{name="worst_hold_path_type",value="in -> out"} 1
chip_impl_metric{name="final_util",unit=""} 0.612
chip_impl_metric{name="worstPathMaxFanout",unit=""} 3
chip_impl_metric{name="dieWidth",unit="um"} 102
chip_impl_metric{name="post_cts_resized",unit=""} 0
chip_impl_metric{name="nFlopsAndLatches",unit=""} 0
chip_impl_info{name="source_of_the_critical_timing_path",value="RS[0]"} 1
chip_impl_info{name="final_cell_mix",value="sky130_fd_sc_hd__clkdlybuf4s50_1 (100), sky130_fd_sc_hd__inv_1 (95), sky130_fd_sc_hd__ha_1 (95)"} 1
chip_impl_info{name="timing.critical_path.from_type",value="input port"} 1
chip_impl_metric{name="worst_path_arrival",unit="ns"} 8.34
chip_impl_metric{name="max-slew-margin-rel",unit=""} 0.483
chip_impl_metric{name="placed_cells_incl_taps",unit=""} 954
chip_impl_metric{name="init_core_util",unit=""} 0.516
chip_impl_metric{name="drt_first_iter_violations",unit=""} 337
chip_impl_metric{name="crit_required",unit="ns"} 18.00
chip_impl_metric{name="syn2layout_area_growth",unit="%"} 18.8
chip_impl_metric{name="dieArea",unit="um^2"} 10500
chip_impl_metric{name="power.leakage",unit="nW"} 2.62
chip_impl_metric{name="hold_violations",unit=""} 0
chip_impl_metric{name="combined_area_of_all_synthesized_cells",unit="um^2"} 5040
chip_impl_metric{name="insertedDiodeCount",unit=""} 0
chip_impl_info{name="mostFrequentLayoutCell",value="sky130_fd_sc_hd__clkdlybuf4s50_1"} 1
chip_impl_metric{name="timing.final.max_slew_violations",unit=""} 0
chip_impl_metric{name="hold-worst-slack",unit="ns"} 10.20
chip_impl_metric{name="fin_cells",unit=""} 954
chip_impl_info{name="path_class",value="in -> out"} 1
chip_impl_metric{name="ys_types",unit=""} 86
chip_impl_metric{name="hold_path_depth",unit=""} 5
chip_impl_metric{name="powerDensity",unit="nW/um^2"} 23.1
chip_impl_metric{name="synthesis.instances",unit=""} 756
chip_impl_metric{name="via_count",unit=""} 5494
chip_impl_metric{name="routabilityCongestion",unit=""} 0.959
chip_impl_metric{name="fmax",unit="MHz"} 77.9
chip_impl_metric{name="tns",unit="ns"} 0
chip_impl_metric{name="postLayoutCellArea",unit="um^2"} 5990
chip_impl_metric{name="ys_cells",unit=""} 756
chip_impl_metric{name="synthesis.area_per_instance",unit="um^2"} 6.67
chip_impl_metric{name="stage_log_warnings",unit=""} 96
chip_impl_metric{name="synth.yosys.chip_area",unit="um^2"} 5040
chip_impl_metric{name="wire_per_inst",unit="um"} 14.7
chip_impl_info{name="rsz0062_at_grt",value="false"} 1
chip_impl_metric{name="design.core.area",unit="um^2"} 9770
chip_impl_metric{name="largest_net_degree_at_the_start_of_global_routing",unit=""} 62
chip_impl_metric{name="post-route-drc-count",unit=""} 0
chip_impl_metric{name="max_cap_viol_count",unit=""} 0
chip_impl_metric{name="fin_crit",unit="ns"} 12.84
chip_impl_info{name="critical_path.endpoint_type",value="output pin"} 1
chip_impl_metric{name="firstDrtPassIters",unit=""} 5
chip_impl_metric{name="final.clkbuf_count",unit=""} 0
[layer usage]
| layer | vias up | wire (um) | part of all wire | GRT usage |
|---|---|---|---|---|
| li1 | 2816 | - | - | - |
| met1 | 2477 | 6620 | 0.47 | 0.396 |
| met2 | 179 | 6400 | 0.46 | 0.465 |
| met3 | 22 | 747 | 0.053 | 0.0236 |
| met5 | - | 0 | 0 | 0 |
| met4 | 0 | 284 | 0.020 | 0.0516 |
[area by class of cell]
cell class | count | area [um^2] | area share
well taps | 133 | 166 | 0.0278
repair buffers | 106 | 1050 | 0.175
multi-input cells | 617 | 4410 | 0.736
inverters | 98 | 368 | 0.0615
[report_power, final]
group	internal [mW]	total (mW)	switching [mW]
registers	0	0	0
logic	0.0641	0.138	0.0739
clock network	0	0	0
total	0.0641	0.138	0.0739
[how the worst min path moves through the flow]
stage	to	slack (ns)
CTS	ALU_out[0]	10.21
global route	ALU_out[0]	10.26
finish	ALU_out[0]	10.20
[critical path, stage by stage]
cell                              delay [ns]
sky130_fd_sc_hd__clkdlybuf4s50_1        0.48
sky130_fd_sc_hd__inv_1                  0.06
sky130_fd_sc_hd__ha_1                   0.22
sky130_fd_sc_hd__fa_1                   0.41
sky130_fd_sc_hd__o21bai_2               0.21
sky130_fd_sc_hd__a2111oi_2              0.14
sky130_fd_sc_hd__nor4b_2                0.35
sky130_fd_sc_hd__o21ai_2                0.09
sky130_fd_sc_hd__a21oi_1                0.33
sky130_fd_sc_hd__o2111ai_2              0.20
sky130_fd_sc_hd__a2111oi_0              0.39
sky130_fd_sc_hd__o21bai_1               0.15
sky130_fd_sc_hd__xnor2_1                0.14
sky130_fd_sc_hd__o21ai_0                0.18
sky130_fd_sc_hd__clkdlybuf4s50_1        0.50
[metrics by stage]
stage,worst slack (ns),power [mW]
final,9.66,0.138
after global routing,9.35,0.154
after CTS,9.64,0.138
after detailed placement,9.65,0.137
after global placement,9.70,0.136
after floorplan,11.06,0.0917
[Yosys cell counts, types with 5 or more instances]
master,count,area share
sky130_fd_sc_hd__o211ai_1,33,0.049
sky130_fd_sc_hd__o21ai_0,77,0.076
sky130_fd_sc_hd__or3_1,6,0.0074
sky130_fd_sc_hd__a211oi_1,13,0.019
sky130_fd_sc_hd__a21o_1,8,0.012
sky130_fd_sc_hd__nand4_1,5,0.0062
sky130_fd_sc_hd__o31ai_1,12,0.018
sky130_fd_sc_hd__mux2i_1,6,0.012
sky130_fd_sc_hd__nor4_1,9,0.011
sky130_fd_sc_hd__a31oi_1,6,0.0074
sky130_fd_sc_hd__mux2_2,7,0.016
sky130_fd_sc_hd__xnor2_1,26,0.045
sky130_fd_sc_hd__clkbuf_1,25,0.019
sky130_fd_sc_hd__nand3_1,12,0.012
sky130_fd_sc_hd__o21bai_1,14,0.021
sky130_fd_sc_hd__inv_1,95,0.071
sky130_fd_sc_hd__ha_1,95,0.24
sky130_fd_sc_hd__nor2_1,55,0.041
sky130_fd_sc_hd__a21oi_1,67,0.067
sky130_fd_sc_hd__nor3_1,13,0.013
sky130_fd_sc_hd__nand2_1,72,0.054
[cell families after synthesis]
logic type | count (synthesis) | share of synthesized area
AND-OR/OR-AND | 280 | 0.368
XOR/XNOR | 27 | 0.0469
AND/OR/NAND/NOR | 200 | 0.186
multiplexers | 13 | 0.0276
adder cells (fa/ha/maj) | 97 | 0.244
buffers and inverters | 139 | 0.128
Power is estimated from default activity; no workload was simulated.
